[design.v]
module SEG7_LUT(
    input wire  rst_n,
    input wire  [3:0]  iDIG,
    output reg  [6:0]  oSEG
);
always @ (*)
    if(~rst_n) begin
        oSEG = 7'b1111111;
    end else begin
        case(iDIG)
        4'h0: oSEG = 7'b1000000;   
        4'h1: oSEG = 7'b1111001;   
        4'h2: oSEG = 7'b0100100;   
        4'h3: oSEG = 7'b0110000;   
        4'h4: oSEG = 7'b0011001;   
        4'h5: oSEG = 7'b0010010;   
        4'h6: oSEG = 7'b0000010;   
        4'h7: oSEG = 7'b1111000;   
        4'h8: oSEG = 7'b0000000;   
        4'h9: oSEG = 7'b0011000;   
        4'ha: oSEG = 7'b0001000;   
        4'hb: oSEG = 7'b0000011;
        4'hc: oSEG = 7'b1000110;
        4'hd: oSEG = 7'b0100001;
        4'he: oSEG = 7'b0000110;
        4'hf: oSEG = 7'b0001110;
        endcase
    end
endmodule
[run.sh]
#!/bin/bash
# OpenROAD 26Q1-2900-gdf79404cd8, Yosys 0.63+post, stock flow scripts
make -C /OpenROAD-flow-scripts/flow DESIGN_CONFIG=/design/flow/config.mk WORK_HOME=/design/flow/orfs finish
[config.mk]
export PLATFORM = sky130hd
export DESIGN_NAME = SEG7_LUT
export DESIGN_NICKNAME = SEG7_LUT
export VERILOG_FILES = /design/flow/design.v
export SDC_FILE = /design/flow/constraint.sdc
export NUM_CORES = 4
export LEC_CHECK = 1
export CORE_AREA = 10 10 70 70
export DIE_AREA = 0 0 80 80
[constraint.sdc]
current_design SEG7_LUT

set clk_period 1.8
set clk_io_pct 0.2

create_clock -name clk0 -period $clk_period

set non_clock_inputs [all_inputs -no_clocks]
set_input_delay [expr $clk_period * $clk_io_pct] -clock clk0 $non_clock_inputs
set_output_delay [expr $clk_period * $clk_io_pct] -clock clk0 [all_outputs]
==> out/metrics.cfg <==
[yosys]
post_synth_num_cell_types=16
ys_cells=33
avgSynthCellArea_um2=8.42
yosys.stat.seqShare_pct=0
syn_area_um2=278
yosysTopAreaCellShare_pct=27.0
ys_sh_xor_pct=0
synth.most_common_cell=ha_1
aoi_share_pct=35.1
logic_family=AND-OR/OR-AND gates
synthMuxAreaShare_pct=14.9
fa_ha_area_share_pct=27.0
synth.largest_area_cell=ha_1
common_cells=ha_1 (6), mux2i_1 (3), nand2b_1 (3), nand3_1 (3), o211ai_1 (3)
yosysWarnings=1
synthesis.instances=33
ys_sh_simple_pct=14.9
yosys-stat-area_um2=278
synthTopCellsByArea=ha_1 (27%), mux2i_1 (11%), o211ai_1 (8.1%)

[sta]
period_used_pct=97.9
max_freq_ghz=0.567
worst_pin_slew_ns=0.215
hold_viol_final=0
finalMaxSlewViolations=0
slew_headroom_pct=85.7
rsz0062_at_grt=false
hold_slack_ns=1.09
finalCriticalPeriod_ns=1.76
finalSetupViolCount=0

[cells_and_area]
clkbuf_count=0
stdcell_count=102
register_area_um2=0
drive_above_1_share_pct=67.9
fin_area_um2=569
syn_to_final_growth_pct=105
ff_count=0
n_fill_cell=381

[grt]
antenna_found_initial=0
grt_pass1_wl_mm=1.58
grt_max_degree=11
overflow=0
grt_pass1_vias=334
gr-usage-all-layers_pct=2.86

[critical_path]
worstSetupStartpoint=iDIG[0]
cp.required_ns=1.44
crit_path_max_fanout=4
path_class=input pin to output port
crit_path_end_kind=output port
critPathLaunchType=input pin
worstPathArrival_ns=1.40

[floorplanning]
die_area_um2=6400
die_x_um=80
rows=21
fp.dieH_um=80
ios=12
fp_util_pct=8.13
coreArea_um2=3420

[min_path]
hold_class=input pin to output port
whs_path_depth=3
min_to=oSEG[4]
worstHoldStart=rst_n

[placed_design]
dp_hpwl_um=765
dpl-instance-area_um2=527
port_buffers=12
place.gp.congestion=0.870
dp.cells=101

[routing]
wl_um=948
drcViolationCount=0
dr.first_iter.drc_count=30
n_antenna_cell=0
num_vias=336
vias_per_cell=3.29
firstDrtPassIters=2
ant_nets=0
post_drt_wl_per_cell_um=9.29

[cts]
cts_hold_buffers=0

[run]
maxCapViolCount=0
warnings=37

[pwr]
p_per_area_nw_per_um2=200
ir_drop_mv=0.0361
power_leakage_nw=0.237
finalPower_mw=0.114

[status]
outcome=finished clean

==> how the worst max path moves through the flow <==
| stage | to |
|---|---|
| after CTS | oSEG[5] |
| after global routing | oSEG[6] |
| final | oSEG[4] |
==> routing by layer <==
metal | GRT usage [%] | up-vias | routed length, um
li1 | - | 174 | -
met1 | 3.82 | 156 | 442
met2 | 4.65 | 6 | 445
met3 | 0.682 | 0 | 61
met4 | 0.352 | 0 | 0
met5 | 0 | - | 0
==> critical path, cell delays in order <==
cell	delay [ns]
clkdlybuf4s15_2	0.20
buf_6	0.13
ha_2	0.18
mux2_4	0.26
nand2_2	0.06
o311ai_2	0.08
buf_2	0.13
==> cell usage in the layout, fill, tap and decap left out, types with 3 or more instances in the layout <==
cell type and count:
buf_2 4, o211ai_1 3, ha_2 4, clkbuf_2 3
nand3_1 3, buf_6 3, dlygate4sd2_1 3, buf_4 9
==> cells by family after synthesis <==
logic type | Yosys count
adders and majority gates | 6
and+or+nand+nor | 8
muxes | 4
buffers and inverters | 4
AOI/OAI and AO/OA | 11
==> through the flow <==
step           setup slack (ns)  setup TNS (ns)  utilization (%)
2_1_floorplan             0.419               0                -
3_3_place_gp             -0.658           -3.89             15.4
3_5_place_dp             -0.669           -3.93             15.4
4_1_cts                 0.00118               0             16.8
5_1_grt                 0.00242               0             16.7
6_report                 0.0372               0             16.7
==> final cells by class <==
| type | instances | area [um2] | share of cell area (%) |
|---|---|---|---|
| Timing Repair Buffer | 24 | 186 | 32.7 |
| Tap cell | 46 | 57.6 | 10.1 |
| Inverter | 3 | 13.8 | 2.42 |
| Multi-Input combinational cell | 29 | 312 | 54.7 |
==> timing repair <==
action,CTS,global route
endpoints found under the setup margin,7,7
gates resized,37,11
pin swaps,6,2
buffers inserted,1,0
==> power by group <==
group / internal, mW / switching, mW / leakage, nW
Clock: 0 / 0 / 0
Combinational: 0.0647 / 0.0494 / 0.237
Sequential: 0 / 0 / 0
Total: 0.0647 / 0.0494 / 0.237
No activity file was given, so power comes from the tool's default toggle rates.
